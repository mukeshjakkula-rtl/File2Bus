### /design/flow/config.mk
export PLATFORM = sky130hd
export DESIGN_NAME = apb_slave
export DESIGN_NICKNAME = apb_slave
export VERILOG_FILES = /design/flow/design.v
export SDC_FILE = /design/flow/constraint.sdc
export NUM_CORES = 4
export LEC_CHECK = 1
export CORE_UTILIZATION = 50
export SYNTH_MEMORY_MAX_BITS = 65536
### /design/flow/constraint.sdc
current_design apb_slave

set clk_period 2.9
set clk_io_pct 0.2

create_clock -name clk0 -period $clk_period [get_ports {pclk}]

set non_clock_inputs [all_inputs -no_clocks]
set_input_delay [expr $clk_period * $clk_io_pct] -clock clk0 $non_clock_inputs
set_output_delay [expr $clk_period * $clk_io_pct] -clock clk0 [all_outputs]
### /design/flow/design.v
module apb_slave#(parameter DATA_WIDTH = 16,
                            MEM_DEPTH = 1024,
			    ADDR_WIDTH = 4)(
   input wire pclk,
   input wire prst,
   input wire [ADDR_WIDTH-1:0]paddr,
   input wire [DATA_WIDTH-1:0]pwdata,
   input wire penable,
   input wire pwrite,
   input wire psel,
   input wire t_valid,
   output reg [DATA_WIDTH-1:0]prdata,
   output reg pready
);
reg [DATA_WIDTH-1:0]apb_mem[MEM_DEPTH-1:0];   
reg [DATA_WIDTH-1:0]apb_data_buff;
reg [ADDR_WIDTH-1:0]apb_addr_buff;
reg apb_pwrite_buff;
typedef enum logic[2:0]{IDLE = 3'b100,
			SETUP = 3'b010,
			ACCESS = 3'b001}apb_states;
apb_states state;
always@(posedge pclk) begin
  if(prst) begin
    state <= IDLE;
    pready <= 1'b0;
    prdata <= {DATA_WIDTH{1'b0}};
    apb_addr_buff <= {ADDR_WIDTH{1'b0}};
    apb_data_buff <= {DATA_WIDTH{1'b0}};
    apb_pwrite_buff <= 1'b0;
    for(integer i = 0;i<ADDR_WIDTH;i++) begin
      apb_mem[i] <= {DATA_WIDTH{1'b0}};
    end
  end else begin
    case(state) 
      IDLE : begin
         pready <= 1'b0;
         prdata <= {DATA_WIDTH{1'b0}};
         if(psel && !penable) begin
            state <= SETUP;
         end else begin
            state <= IDLE;
         end
      end  
      SETUP : begin
	 pready <= 1'b0;
         if(pwrite) begin
	    apb_data_buff <= pwdata;
	    apb_addr_buff <= paddr;
	    apb_pwrite_buff <= pwrite;
            if(penable) state <= ACCESS;
            else state <= SETUP;
         end else if(!pwrite) begin
            apb_data_buff <= apb_mem[paddr];
	    apb_addr_buff <= paddr;
	    apb_pwrite_buff <= pwrite;
            if(penable) state <= ACCESS;
            else state <= SETUP;      
         end
      end  
      ACCESS : begin
	   if(apb_pwrite_buff) begin
              apb_mem[apb_addr_buff] <= apb_data_buff;
              pready <= 1'b1;
       end else if(!apb_pwrite_buff) begin
   	      prdata <= apb_data_buff;
          pready <= 1'b1;
       end else  begin
             state <= ACCESS;
             pready <= 1'b0;
        end
        if(t_valid) state <= SETUP;
        else state <= IDLE;
     end  
default : state <= IDLE;
    endcase
  end
end 
endmodule 
### /design/flow/run.sh
#!/bin/bash
# OpenROAD 26Q1-2900-gdf79404cd8, Yosys 0.63+post, stock flow scripts
make -C /OpenROAD-flow-scripts/flow DESIGN_CONFIG=/design/flow/config.mk WORK_HOME=/design/flow/orfs finish
==> summary.txt <==
The flow completed. The run finished with clean final reports. Looking at the max-slew report, the worst-margin pin has a slew of 0.7868 ns. The post-synth register bit count is 297. Count of warnings emitted by yosys landed at 1. The filler cells instantiated in the layout total 1681.

The average instance in the mapped netlist occupies 16.80 um^2. The script extracted a total leakage power of 0.004693 uW. Post-CTS repair changed the size of 0 cells. Per the final timing report, the hold violations number 0.

Count of standard-cell rows landed at 55. Hold path depth landed at 2. Clock latency at the later pin of the worst-skew pair landed at 0.54 ns. Clock sink count landed at 297. Required time at the endpoint of the critical path landed at 3.08 ns. Post-route setup TNS landed at 0 ns. Total routing usage reported by global routing landed at 25.30%. Setup violation total in the final timing report landed at 0. Distinct cell type count after synthesis landed at 37. Height of the chip landed at 156.0 um. The synth_stat.txt file lists the number of cells as 706. Data arrival at the endpoint of the critical path landed at 2.25 ns. Looking at the setup timing report, the critical path kind is register to register. For this run, global-route usage on met1 was measured as 36.60%. Per the cell usage report, the commonest logic cells after layout are sky130_fd_sc_hd__edfxtp_1, sky130_fd_sc_hd__and2_1, sky130_fd_sc_hd__nor2_1, sky130_fd_sc_hd__mux2i_1, sky130_fd_sc_hd__dfxtp_1. Clock-pin slew on the worst setup and hold paths landed at 0.06 ns. Final antenna diode count landed at 0.

Dividing the detail-routed via count by the number of cells gives 5.764. Normalized max-slew margin landed at 47.48%. The global routing stage identified its most utilized layer as met2. Port buffering added 42 buffers. The flow measured a signed area growth from synthesis to layout of 15.34%. Total tool warning count landed at 25. The core region is 22980 um^2.

Count of buffers added by post-CTS timing repair for setup landed at 0. The tree is rooted in a sky130_fd_sc_hd__clkbuf_16. Met2 track demand over resource landed at 38.31%.

Per the hold report, the tightest min-delay path originates at prst. The detailed router finished its first iteration with 518 violations. Remaining number of nets flagged by the antenna check after routing landed at 0.

In the hold report, the worst path ends at apb_pwrite_buff. Core utilization at floorplan landed at 51.61%. The routed layout reports a DRC error count of 0. Post-synthesis instance area landed at 11860 um^2. The synthesized netlist has a Yosys-reported chip area of 11860 um^2. The most common logic cell in the final layout is sky130_fd_sc_hd__edfxtp_1. STA classifies the critical path endpoint as a register. The synthesis report lists the most area-consuming cells as sky130_fd_sc_hd__edfxtp_1, sky130_fd_sc_hd__dfxtp_1, sky130_fd_sc_hd__mux4_2, sky130_fd_sc_hd__mux2i_1, sky130_fd_sc_hd__and2_1. Met3 usage in global routing landed at 11.49%.

Setup repair after global routing left no endpoint under its margin. The wire length recorded after detailed routing is 26.30 mm. Initial antenna violation count landed at 0. Depth of the most critical reg-to-reg path landed at 4.

Per the gpl log, the routability congestion estimate is 0.8779. Setup slack of the worst register-to-register path landed at 0.83 ns. The final timing summary puts the cycle share of the worst path at 71.26%. Detailed placer's ending HPWL landed at 16.84 mm.

The worst path in the final design needs a cycle of 2.066 ns, including I/O delays and setup. Residual overflow from global routing landed at 0. Cell count after synthesis landed at 706.

Per the final layout report, the fraction of cells sized above drive strength 1 comes to 18.13%. Per the CTS log, the maximum H-tree level is 1. Worst IR drop on VDD landed at 0.4203 mV. Maximum number of pins on one net before global-route repair landed at 44. Max fanout on the critical path was recorded as 16. Per Yosys stat, the portion of area used by sequential elements is 71.73%. In this run the critical register-to-register path is launched from state[2].

In this run the worst hold path is classified as input port to register. Number of clock buffers inserted by TritonCTS landed at 30. The largest total area in the synthesized netlist belongs to sky130_fd_sc_hd__edfxtp_1.

TritonCTS built the clock tree. For this design the ratio of total power to cell area is 640.7 nW/um^2. The final route contains 6415 vias. The chip occupies 24340 um^2. In the final routed layout, each cell accounts on average for 23.63 um. The first global-routing pass estimated 40.75 mm of wire. Quantity of hold-fixing buffers added after cts landed at 0. In this run the count of I/O pins placed on the die edge is 43.

The number of global-route vias before repair was 6839. Highest achievable clock rate landed at 483.9 MHz. No sink is reached through more buffers than the 3 on the longest clock path. Portion of synthesized cell area occupied by the leading cell type landed at 64.81%. Cell area after placement landed at 12750 um^2. Max-slew violation count landed at 0. Looking at the reg2reg group, the worst path ends at apb_mem[1][14].

The die is 156.0 um wide. Max-capacitance violation count landed at 0. Total non-filler cell area in the finished layout landed at 13680 um^2. Between clock sinks in the finished design, the worst skew comes to 0.008823 ns. STA classifies the critical path startpoint as a register. The iteration count recorded for the first detailed-route pass is 5.
how the worst max path moves through the flow:
stage	startpoint	slack, ns	to
4_1_cts	state[2]	0.88	apb_mem[1][7]
5_1_grt	state[2]	0.74	apb_mem[1][14]
6_report	state[2]	0.83	apb_mem[1][14]
synth_stat cells, drive strengths merged:
| cell type | number |
|---|---|
| inv | 3 |
| and2 | 65 |
| nor3 | 20 |
| and3 | 1 |
| nor2b | 2 |
| or3b | 1 |
| a221o | 16 |
| nand3b | 1 |
| o22ai | 32 |
| a21oi | 5 |
| clkbuf | 22 |
| mux2 | 16 |
| a211oi | 16 |
| o211ai | 1 |
| a22oi | 32 |
| nand2b | 3 |
| or3 | 1 |
| nor3b | 1 |
| nand4bb | 1 |
| dfxtp | 41 |
| or4 | 1 |
| buf | 22 |
| o21ai | 1 |
| nor2 | 53 |
| mux2i | 52 |
| nand2 | 3 |
| mux4 | 32 |
| or4b | 2 |
| edfxtp | 256 |
| or2 | 4 |
state kept, by name, indices dropped and copies added, names as in the netlist:
register         count
state                3
apb_mem            256
pready               1
apb_pwrite_buff      1
apb_data_buff       16
prdata              16
apb_addr_buff        4
layout make-up:
class	instances	area [um^2]	share of cell area, %
flip-flops and latches	297	8508	62.19
multi-input cells	362	3089	22.58
clock buffers	47	865.8	6.329
repair buffers	82	748.2	5.469
well taps	313	391.6	2.863
clock inverters	9	66.31	0.4847
inverters	3	11.26	0.08231
critical path: stages (launching register included):
cell	delay [ns]
sky130_fd_sc_hd__dfxtp_1	0.42
sky130_fd_sc_hd__nand2_2	0.10
sky130_fd_sc_hd__or4b_4	0.54
sky130_fd_sc_hd__nor3_4	0.17
sky130_fd_sc_hd__or2_2	0.47
power breakdown:
| part | switching, uW | total (uW) | internal, uW |
|---|---|---|---|
| Sequential | 60.2 | 4730 | 4670 |
| Combinational | 240 | 423 | 183 |
| Clock | 1490 | 3610 | 2120 |
| Total | 1790 | 8770 | 6980 |
metal layers:
metal | part of all wire, % | vias to the layer above
met3 | 10 | 45
met1 | 38 | 3163
met2 | 49 | 275
met4 | 2.9 | 0
li1 | - | 2932
met5 | 0 | -
stage by stage:
step / total power, uW / util [%] / instances / hold WS (ns) / worst slack [ns]
4_1_cts: 8836 / 59.52 / 1113 / 0.2873 / 0.8769
6_report: 8766 / 59.52 / 1113 / 0.2975 / 0.8336
3_3_place_gp: 5242 / 55.47 / 1057 / 0.4826 / 0.3984
3_5_place_dp: 5249 / 55.47 / 1057 / 0.4827 / 0.3366
2_1_floorplan: 5064 / - / 706 / 0.4334 / 0.5712
5_1_grt: 9033 / 59.52 / 1113 / 0.2992 / 0.7366
cell families after synthesis:
kind of cell	Yosys count	synth area share, %
AND-OR/OR-AND	103	6.424
buffers and inverters	47	2.226
flip-flops	297	71.73
multiplexers	100	11.98
AND/OR/NAND/NOR	159	7.637
No activity file was given, so power comes from the tool's default toggle rates.
