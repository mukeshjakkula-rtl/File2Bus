File: flow/design.v
module ripple_adder#(DATA_WIDTH = 16)(
 input wire [DATA_WIDTH-1:0]A,B,
 output wire [DATA_WIDTH:0]S_out);
 wire [DATA_WIDTH:0]c_w;
 wire [DATA_WIDTH-1:0]S;
 assign c_w[0] = 1'b0;
 assign S_out = {c_w[DATA_WIDTH],S};
 generate 
    genvar i;
	for( i = 0;i < DATA_WIDTH;i= i + 1) begin
	    add fa(.a(A[i]),
		     .b(B[i]),
		     .c(c_w[i]),
		     .s(S[i]),
		     .cout(c_w[i+1]));
	end 
 endgenerate 
endmodule
module add(
   input wire a,b,c,
   output wire s,
   output wire cout);
 assign s = a^b^c;
 assign cout = (a&b)|(b&c)|(c&a);
endmodule 
File: flow/run.sh
#!/bin/bash
# OpenROAD 26Q1-2900-gdf79404cd8, Yosys 0.63+post, stock flow scripts
make -C /OpenROAD-flow-scripts/flow DESIGN_CONFIG=/design/flow/config.mk WORK_HOME=/design/flow/orfs finish
File: flow/config.mk
export PLATFORM = sky130hd
export DESIGN_NAME = ripple_adder
export DESIGN_NICKNAME = ripple_adder
export VERILOG_FILES = /design/flow/design.v
export SDC_FILE = /design/flow/constraint.sdc
export NUM_CORES = 4
export LEC_CHECK = 1
export CORE_AREA = 10 10 72 72
export DIE_AREA = 0 0 82 82
File: flow/constraint.sdc
current_design ripple_adder

set clk_period 6.1
set clk_io_pct 0.2

create_clock -name clk0 -period $clk_period

set non_clock_inputs [all_inputs -no_clocks]
set_input_delay [expr $clk_period * $clk_io_pct] -clock clk0 $non_clock_inputs
set_output_delay [expr $clk_period * $clk_io_pct] -clock clk0 [all_outputs]
==> impl_metrics.json <==
{
  "synth.most_common_cell": "buf_4",
  "hp-class": "input pin to primary output",
  "crit_top_cell": "fa_2",
  "logic_family": "adder cells",
  "postLayoutCellArea_um2": 890,
  "rsz0062_at_grt": "true",
  "antenna_found_initial": 0,
  "dpl_worst_slack_ps": -2790,
  "hold_start": "B[0]",
  "remaining_drc_errors": 0,
  "fin_crit_ps": 8110,
  "row_count": 22,
  "synthAoiAreaFrac_pct": 0,
  "ys_cells": 38,
  "synth_cells": 38,
  "max_slew_margin_pct": 92.2,
  "drive_above_1_share_pct": 41.4,
  "critPathLaunch": "A[0]",
  "crit_family": "adder cells",
  "floorplan.core_util_pct": 12.4,
  "drv_cap": 0,
  "area_growth_pct": 93.7,
  "place_inst": 118,
  "finalSetupViolations": 7,
  "status": "finished with violations",
  "max_freq_mhz": 123,
  "flops": 0,
  "ir_worst_vdd_uv": 32.7,
  "adder_share_pct": 68.1,
  "mux_share_pct": 0,
  "ios": 49,
  "swShare_pct": 29.4,
  "path_depth": 20,
  "synth.distinct_cells": 4,
  "worst_pin_slew_ps": 116,
  "die-width_um": 82,
  "placedInstanceArea_um2": 932,
  "coreArea_mm2": 0.00369,
  "first_pass_iters": 1,
  "seq_power_share_pct": 0,
  "switchingPower_w": 0.0000222,
  "synth_top_area_share_pct": 65.4,
  "drv_slew": 0,
  "p_int_w": 0.0000535,
  "die_h_um": 82,
  "endpoint": "S_out[15]",
  "path_max_fanout": 1,
  "warnings": 35,
  "hold_buffers": 0,
  "ys_sh_simple_pct": 0,
  "syn_area_per_cell_um2": 12.1,
  "port_buffers": 49,
  "grt_pass1_wl_mm": 2.24,
  "wirelength_mm": 1.52,
  "top_area_cell": "fa_1",
  "gr-total-overflow": 0,
  "synth_chip_area_um2": 459,
  "gp_congestion": 0.825,
  "drtIter0Drc": 0,
  "num-fill-cells": 398,
  "grt_pass1_vias": 425,
  "viasPerCell": 3.14,
  "powerDensity_mw_per_mm2": 85.2,
  "pwr-share-clk_pct": 0,
  "worstPathCellList": "buf_6, ha_4, fa_2, fa_2, fa_2, fa_2, fa_2, fa_2, fa_2, fa_2, fa_2, fa_2, fa_2, fa_2, fa_2, fa_2, inv_2, fa_2, inv_1, buf_2",
  "area_leaders": "fa_1 65%, buf_4 28%, inv_1 4.1%",
  "ys_warn_count": 0,
  "violations": "negative setup slack",
  "synth_area_um2": 459,
  "cpMaxStageDelayCell": "fa_2",
  "grt_max_degree": 2,
  "chipArea_mm2": 0.00672,
  "ant_nets": 0,
  "worstSetupStartpointType": "input pin",
  "common_cells": "17 x buf_4, 15 x fa_1, 5 x inv_1, 1 x ha_1",
  "cp-end-kind": "primary output",
  "xor_share_pct": 0,
  "avgRoutedWirePerCell_um": 12.9,
  "fin_cells": 118,
  "p_leak_nw": 0.328,
  "seq_area_frac_synth_pct": 0,
  "clkbuf_count": 0,
  "p_comb_share_pct": 100.0,
  "min_period_over_period_pct": 133,
  "totalNegativeSetupSlack_ps": -8640,
  "diodes": 0,
  "hold_violations": 0,
  "regArea_um2": 0,
  "via_count": 370,
  "worstPathArrival_ps": 6890,
  "dp_hpwl_mm": 1.53,
  "setup_ws_ps": -2010,
  "critPathKind": "input pin to primary output",
  "totalPowerFinal_w": 0.0000758,
  "worst-path-buf-inv": 4,
  "grt_usage_pct": 4.32,
  "post-cts-setup-buffer-count": 0,
  "critPathRequiredTime_ps": 4880,
  "critPathMaxStageDelay_ps": 410
}
## routing by layer
metal / wire length, µm / part of all wire [%] / GRT usage, % / up-vias
li1: - / - / - / 157
met1: 508 / 33 / 4.97 / 165
met2: 470 / 31 / 5.33 / 48
met3: 537 / 35 / 5.29 / 0
met4: 0 / 0 / 0 / 0
met5: 0 / 0 / 0 / -
## worst min path at each step
stage              end  depth (start not counted)
CTS           S_out[0]                          3
global route  S_out[0]                          3
finish        S_out[0]                          3
## metrics by stage
stage | hold WS, ps | util (%)
CTS | 3090 | 24.2
detailed placement | 3510 | 25.3
global route | 3110 | 24.1
floorplan | 2610 | -
global placement | 3500 | 25.3
finish | 3080 | 24.1
## cell families after synthesis
group / count (synthesis)
adders and majority gates: 16
buffers and inverters: 22
## cell usage in the layout, fill, tap and decap left out
master           instances
buf_6                    2
inv_1                    3
inv_2                    2
buf_2                    8
fa_2                    15
clkbuf_2                 1
ha_4                     1
clkdlybuf4s50_1         36
clkdlybuf4s15_1          2
## layout make-up
class	count	area [µm²]	area share, %
Inverter	5	18.8	2.11
Tap cell	48	60.1	6.75
Multi-Input combinational cell	16	363	40.8
Timing Repair Buffer	49	448	50.4
## power by group through the flow
stage / Combinational (W) / Clock (W) / Sequential (W)
after CTS: 0.0000804 / 0 / 0
after global routing: 0.0000881 / 0 / 0
final: 0.0000758 / 0 / 0
## what timing repair did
action                                  4_1_cts  5_1_grt
endpoints found under the setup margin       10        9
gates resized                                39        4
pin swaps                                    16       16
## worst min-delay path, stage by stage
cell             delay [ps]
buf_6                    70
ha_4                    100
clkdlybuf4s50_1         460
Power and IR drop assume default switching activity.
