==> flow/config.mk <==
export PLATFORM = sky130hd
export DESIGN_NAME = apb_master
export DESIGN_NICKNAME = apb_master
export VERILOG_FILES = /design/flow/design.v
export SDC_FILE = /design/flow/constraint.sdc
export NUM_CORES = 4
export LEC_CHECK = 1
export CORE_AREA = 10 10 111 111
export DIE_AREA = 0 0 121 121
==> flow/constraint.sdc <==
current_design apb_master

set clk_period 2.0
set clk_io_pct 0.2

create_clock -name clk0 -period $clk_period [get_ports {pclk}]

set non_clock_inputs [all_inputs -no_clocks]
set_input_delay [expr $clk_period * $clk_io_pct] -clock clk0 $non_clock_inputs
set_output_delay [expr $clk_period * $clk_io_pct] -clock clk0 [all_outputs]
==> flow/design.v <==
module apb_master#(
	parameter DATA_WIDTH = 16,
		  MEM_DEPTH = 1024,
                  ADDR_WIDTH = 4)(
	input wire pclk,
	input wire prst,
	input wire t_valid,
	input wire pready,
	input wire pwrite_in,
	input wire [1:0]psel_in,
	input wire [DATA_WIDTH-1 : 0]pwdata_in,
	input wire [ADDR_WIDTH-1 : 0]paddr_in,
	input wire [DATA_WIDTH-1 : 0]prdata,
	output reg [DATA_WIDTH-1 : 0]pwdata,
	output reg [ADDR_WIDTH-1 : 0]paddr,
	output reg pwrite,
        output reg psel1,psel2,psel3,psel4,   
	output reg penable,
        output reg ready  
);
wire [3:0]psel_d_out;  
reg [DATA_WIDTH-1:0]prdata_buff;
typedef enum logic[2:0]{IDLE = 3'b100,
			SETUP = 3'b010,
			ACCESS = 3'b001} apb_states;
apb_states state;
  always@(posedge pclk) begin
    if(prst) begin
	state <= IDLE;
	pwdata <= {DATA_WIDTH{1'b0}};
	paddr <= {ADDR_WIDTH{1'b0}};
	penable <= 1'b0;
	psel1 <= 1'b0;
	psel2 <= 1'b0;
        psel3 <= 1'b0;
        psel4 <= 1'b0;
	pwrite <= 1'b0;
        ready <= 1'b0;
    end else begin
	case(state) 
	  IDLE : begin
	     psel1 <= 1'b0;
	     psel2 <= 1'b0;
             psel3 <= 1'b0;
             psel4 <= 1'b0;
	     penable <= 1'b0;
             ready <= 1'b0;
	     if(t_valid) state <= SETUP;
	     else state <= IDLE;
	  end  
	  SETUP : begin
		{psel4,psel3,psel2,psel1} <= psel_d_out;
		penable <= 1'b0;
		pwrite <= pwrite_in;
		paddr <= paddr_in;
		pwdata <= pwdata_in;
                ready <= 1'b1;
		  if(psel_d_out == 4'b000) state <= IDLE;
		else state <= ACCESS;
	  end  
	  ACCESS : begin
		penable <= 1'b1;
		ready <= 1'b0;
		prdata_buff <= prdata;	
		if(pready && t_valid) begin
		   state <= SETUP;
		   prdata_buff <= prdata;
		end else if(pready && !t_valid) begin
		   state <= IDLE;
		   prdata_buff <= prdata;
		end else if(!pready) state <= ACCESS;
	     end  
        default : state <= IDLE;
	endcase
    end   
  end 
   decoder f1(.in(psel_in), .out({psel_d_out}));  
endmodule 
module decoder(
   input wire [1:0]in,
   output reg[3:0]out);
  always@(*) begin
     case(in) 
	2'b00 : out = 4'b0000;
	2'b01 : out = 4'b0001;
	2'b10 : out = 4'b0010;
	2'b11 : out = 4'b0100;
     endcase
  end 
endmodule 
==> flow/run.sh <==
#!/bin/bash
# OpenROAD 26Q1-2900-gdf79404cd8, Yosys 0.63+post, stock flow scripts
make -C /OpenROAD-flow-scripts/flow DESIGN_CONFIG=/design/flow/config.mk WORK_HOME=/design/flow/orfs finish
==> flow_summary.yaml <==
# flow metrics
power:
  p_per_area_mw_per_mm2: 720
  power_leakage_uw: 0.000638
  irDropWorstVdd_uv: 268
worst_setup_path:
  r2r_slack_ns: 0.81
  crit_family: "buffers and inverters"
  path_buffers: 1
  worstPathRequired_ns: 1.60
  ff2ff_path_depth: 3
  crit_path_end_kind: "primary output"
  cp_slowest_cell: "clkdlybuf4s50_1"
  worstSetupPathType: "flop to primary output"
  crit_fanout: 2
  worstReg2RegStart: "state[1]"
  cp.arrival_ns: 1.09
  cpPeakStageDelay_ns: 0.48
  start_kind: "flop"
  rr_endpoint: "paddr[2]"
  cp_cell_sequence: "clkdlybuf4s50_1"
clock_tree:
  cts_tree: "built"
  cts.repair.resized: 0
  root_buffer: "clkbuf_8"
  clockBufferDepth: 2
  ctsHoldBuffers: 0
  postCtsSetupBuffers: 0
  clkTransAtPathRegs_ns: 0.07
  htreeDepth: 2
  clk_latency_ns: 0.27
  numCtsBuffers: 5
  clock-sinks: 29
job:
  maxCapViolations: 0
  warning_count: 41
die:
  io_pins: 70
  fp.dieW_um: 121
  core-area_mm2: 0.00986
  dieArea_mm2: 0.0146
  die_h_um: 121
  fp_util_pct: 10.8
  rows: 36
sta:
  finalCriticalPeriod_ns: 1.49
  fmax_mhz: 671
  drv_slew: 0
  fin_crit_sh_pct: 74.5
  hold_violations: 0
  setup_violations: 0
  skew_ns: 0.00414
  tns_ns: 0
  rsz0062_at_grt: "no"
hold_path:
  min_path_type: "flop to flop"
  hold_start: "state[2]"
  min_delay_worst_endpoint: "ready"
  worstHoldPathCells: 1
synth:
  yosysWarnings: 2
  ys_cells: 101
  yosys_area_mm2: 0.00107
  yosysSeqAreaShare_pct: 54.3
  avgSynthCellArea_um2: 10.6
  ys_ff: 29
  synth_area_mm2: 0.00107
  syn_inst: 101
  synth_cell_types: 21
drt:
  wl_um: 3020
  routedWlPerCell_um: 10.4
  diodes: 0
  viasPerCell: 3.01
  drt_pass1_iterations: 3
  ant_nets: 0
  route.detailed.drc: 0
  num_vias: 874
  drtIter0Drc: 44
placement:
  placed_cells: 282
  io_buffers: 52
  dp_hpwl_um: 2270
  place.gp.congestion: 0.711
grt:
  grt_pass1_wl_um: 4840
  grt_remaining_overflow: 0
  first_global_vias: 940
  grt_max_degree: 18
  antenna_found_initial: 0
  grt_util_all_layers_pct: 4.07
cells_and_area:
  mostFrequentLayoutCells: "clkdlybuf4s50_1, dfxtp_1, nor2_1, mux2i_1, clkbuf_8"
  syn2layout_area_growth_pct: 72.1
  seqCellArea_um2: 582
  lay_top_count: "clkdlybuf4s50_1"
  combGateArea_um2: 427
  layoutNonFillerInstCount: 290
  layout-drive-gt1-share_pct: 10.2
  n_fill_cell: 1067
run_status:
  outcome: "completed"
==> sequential cells by signal, indices dropped and copies added (netlist names) <==
register / flops
psel3: 1
psel1: 1
pwdata: 16
ready: 1
psel2: 1
penable: 1
paddr: 4
pwrite: 1
state: 3
==> worst max-delay path by stage <==
stage         startpoint          to  depth (start not counted)
finish         pwdata[9]   pwdata[9]                          1
CTS               pwrite      pwrite                          1
global route  pwdata[14]  pwdata[14]                          1
==> stage by stage <==
stage | cell area [µm²] | hold WS, ns | setup WS [ns] | total power, µW | util (%)
6_report | 1840 | 0.484 | 0.510 | 1330 | 18.6
5_1_grt | 1840 | 0.501 | 0.424 | 1410 | 18.6
4_1_cts | 1840 | 0.486 | 0.481 | 1370 | 18.6
3_5_place_dp | 1740 | 0.470 | 0.368 | 800 | 17.6
3_3_place_gp | 1740 | 0.473 | 0.361 | 800 | 17.6
2_1_floorplan | 1070 | 0.437 | 0.961 | 691 | -
==> cell usage after synthesis, drive strengths merged <==
| cell type | instances | area share, % |
|---|---|---|
| dfxtp | 29 | 54 |
| nor2 | 23 | 8.1 |
| mux2i | 21 | 20 |
| a21oi | 5 | 2.7 |
| buf | 5 | 4.3 |
| or3b | 4 | 3.3 |
| clkbuf | 2 | 0.70 |
| inv | 2 | 0.70 |
| nand3b | 2 | 1.4 |
| a21o | 1 | 0.70 |
| a221o | 1 | 0.94 |
| conb | 1 | 0.35 |
| nand2b | 1 | 0.59 |
| nand3 | 1 | 0.47 |
| nor3b | 1 | 0.70 |
| nor4 | 1 | 0.59 |
| o21ai | 1 | 0.47 |
==> kinds of logic after synthesis <==
| group | after synthesis | share of synthesized area, % |
|---|---|---|
| compound gates | 8 | 4.80 |
| buf+inv | 9 | 5.74 |
| other cells | 1 | 0.351 |
| simple gates | 33 | 15.1 |
| flops | 29 | 54.3 |
| mux | 21 | 19.7 |
==> report_power, final <==
part	switching (µW)	leakage, µW	total, µW	internal [µW]
Clock	231	0.0000542	541	311
Combinational	46.9	0.000347	160	113
Sequential	20.2	0.000237	623	603
==> cell type report <==
cell class	instances	area share, %
clock buffer	7	5.24
sequential	29	31.6
timing repair buffer	55	30.2
multi-input combinational	63	23.2
tap	133	9.05
inverter	2	0.408
clock inverter	1	0.272
==> per-layer routing <==
metal / track usage [%] / vias to the layer above / part of all wire (%)
li1: - / 445 / -
met3: 2.36 / 0 / 12
met5: 0 / - / 0
met1: 5.10 / 393 / 46
met2: 6.16 / 36 / 43
met4: 0.377 / 0 / 0
Power and IR drop assume default switching activity.
